File: run.sh
#!/bin/bash
# OpenROAD 26Q1-2900-gdf79404cd8, Yosys 0.63+post, stock flow scripts
make -C /OpenROAD-flow-scripts/flow DESIGN_CONFIG=/design/flow/config.mk WORK_HOME=/design/flow/orfs finish
File: config.mk
export PLATFORM = sky130hd
export DESIGN_NAME = Mux8_4b
export DESIGN_NICKNAME = Mux8_4b
export VERILOG_FILES = /design/flow/design.v
export SDC_FILE = /design/flow/constraint.sdc
export NUM_CORES = 4
export LEC_CHECK = 1
export CORE_AREA = 10 10 70 70
export DIE_AREA = 0 0 80 80
File: constraint.sdc
current_design Mux8_4b

set clk_period 1.2
set clk_io_pct 0.2

create_clock -name clk0 -period $clk_period

set non_clock_inputs [all_inputs -no_clocks]
set_input_delay [expr $clk_period * $clk_io_pct] -clock clk0 $non_clock_inputs
set_output_delay [expr $clk_period * $clk_io_pct] -clock clk0 [all_outputs]
File: design.v
module Mux8_4b(S2, S1, S0, W0, W1, W2, W3, W4, W5, W6, W7, F);
input S2, S1, S0;
input [3:0] W0, W1, W2, W3, W4, W5, W6, W7;
output [3:0]F;
reg[3:0]F;
always@(S2, S1, S0,W0, W1, W2, W3, W4, W5, W6, W7)
begin
case({S2, S1, S0})
3'b000:F = W0;
3'b001:F = W1;
3'b010:F = W2;
3'b011:F = W3;
3'b100:F = W4;
3'b101:F = W5;
3'b110:F = W6;
3'b111:F = W7;
endcase
end
endmodule
==> impl_metrics.toml <==
# synthesis and place-and-route metrics
[outcome]
status = "finished with violations"
violations = "setup timing"

[floorplanning]
initCoreUtil_pct = 9.01
pin_count = 39
die_h_um = 80
rows = 21
die_area_um2 = 6400
die_w_um = 80
core_um2 = 3420

[global_routing]
antenna_found_initial = 0
grt_max_degree = 9
grt_pass1_vias = 512
overflow = 0
grt.total_usage_pct = 5.03
grt_pass1_wl_um = 2650

[final_layout]
instances_no_fill = 126
lay_top_cells = "dlygate4sd2_1, mux2i_1, clkdlybuf4s50_1, buf_2"
lay_top_count = "dlygate4sd2_1"
drive_gt1_share_pct = 26.3
syn2layout_area_growth_pct = 159
logic_area_um2 = 300
nClkBuffers = 0
flops = 0
fillers = 380
regArea_um2 = 0

[synthesis]
seq_area_frac_synth_pct = 0
yosys_area_um2 = 308
netlist_instances = 39
syn_area_per_cell_um2 = 7.89
netlist_area_um2 = 308
synth_warnings = 1
yosysUniqueCellTypes = 15
ys_cells = 39

[placed_design]
hpwl_um = 1440
place_inst = 123
place.gp.congestion = 0.765
io_buffer_count = 39

[sta]
worst_slack_ns = -0.191
report.final.slew_viol_count = 0
grt_setup_unrepaired = "true"
tightestPinTransition_ns = 0.223
setup_violations = 4
clock.fmax_mhz = 719
slew_headroom_pct = 84.7
fin_crit_ns = 1.39
fin_crit_sh_pct = 116
finalHoldViolCount = 0

[route]
vias = 458
wl_um = 1670
wl_per_cell_um = 13.3
viasPerCell = 3.63
drc = 0
drtAntennaViolNets = 0
drt_iter0_markers = 5
drt-pass1-iter-count = 2
antenna-diode-count = 0

[pwr]
p_clk_share_pct = 0
sw_frac_of_total_pct = 32.9
power_density_nw_per_um2 = 302
total_power_w = 0.000240
p_sw_w = 0.0000790
p_int_w = 0.000161
peakVddDrop_mv = 0.0859
p_leak_nw = 0.384
seq_power_share_pct = 0
p_comb_share_pct = 100.0

[setup_path]
critical_path_required_ns = 0.96
cp.arrival_ns = 1.15
startpoint_type = "input port"
crit_fanout = 7
crit_start = "S0"
cp-end-kind = "output port"
worstSetupPathType = "in2out"

[min_path]
hold_depth = 5
holdPathEnd = "F[2]"
hp-class = "in2out"
holdCritStartpoint = "W2[2]"

[clock_network]
cts_hold_buffers = 0

[flow_run]
cap_violations = 0
warnings = 34
## critical path: stages
cell and delay, ns:
buf_2 0.19, nor2_1 0.07, a22o_1 0.22, o32a_1 0.32, buf_2 0.11
## Yosys cell counts
cell type	count	area (µm²)
inv_1	1	3.75
nor2_1	3	11.3
nand2_1	2	7.51
buf_4	2	15.0
a22o_1	1	8.76
buf_6	1	11.3
a211oi_1	4	30.0
nor3b_1	3	22.5
o32a_1	1	10.0
o22ai_1	3	18.8
nand2b_1	2	12.5
o22a_1	3	26.3
mux2i_1	11	110
a21oi_1	1	5.00
buf_8	1	15.0
## worst max-delay path by stage
| stage | endpoint | cells past startpoint |
|---|---|---|
| 4_1_cts | F[2] | 6 |
| 5_1_grt | F[0] | 7 |
| 6_report | F[2] | 5 |
## metal layers
metal  up-vias  track usage [%]  part of all wire (%)
met5         -                0                     0
met4         0                0                     0
met3         0            0.795                   4.4
met2        11             9.55                    57
met1       208             6.06                    39
li1        239                -                     -
## repair_timing
action                                  4_1_cts  5_1_grt
resized                                      55        6
pin swaps                                    12        3
endpoints found under the setup margin        4        4
setup buffers                                 2        0
gates cloned                                  1        0
## cell type report
cell class | instances | share of cell area (%)
inverters | 1 | 0.472
multi-input cells | 34 | 37.7
repair buffers | 45 | 54.6
well taps | 46 | 7.23
## per-stage QoR
stage | setup WS, ns | util (%) | hold WS (ns) | setup TNS [ns] | instance area [µm²]
after CTS | -0.216 | 22.7 | 1.02 | -0.797 | 776
after global routing | -0.244 | 23.3 | 1.04 | -0.908 | 796
after floorplan | 0.0301 | - | 0.558 | 0 | 308
final | -0.191 | 23.3 | 1.00 | -0.686 | 796
after global placement | -0.967 | 21.9 | 1.45 | -3.78 | 749
after detailed placement | -1.00 | 21.9 | 1.44 | -3.90 | 749
## kinds of logic (layout without fill, tap and decap cells)
logic type             after synthesis  in the layout  synth area share [%]
buffers and inverters                5             46                  14.6
AND/OR/NAND/NOR                     10             10                  17.5
AND-OR/OR-AND                       13             13                  32.1
multiplexers                        11             11                  35.8
## power groups by stage
stage	Sequential, W	Combinational [W]	Clock (W)
CTS	0	0.000241	0
finish	0	0.000240	0
global route	0	0.000261	0
No activity file was given, so power comes from the tool's default toggle rates.

**flow/config.mk**
```make
export PLATFORM = sky130hd
export DESIGN_NAME = bod_converter
export DESIGN_NICKNAME = bod_converter
export VERILOG_FILES = /design/flow/design.v
export SDC_FILE = /design/flow/constraint.sdc
export NUM_CORES = 4
export LEC_CHECK = 1
export CORE_AREA = 10 10 70 70
export DIE_AREA = 0 0 80 80
```
**flow/constraint.sdc**
```tcl
current_design bod_converter

set clk_period 1.2
set clk_io_pct 0.2

create_clock -name clk0 -period $clk_period

set non_clock_inputs [all_inputs -no_clocks]
set_input_delay [expr $clk_period * $clk_io_pct] -clock clk0 $non_clock_inputs
set_output_delay [expr $clk_period * $clk_io_pct] -clock clk0 [all_outputs]
```
**flow/design.v**
```verilog
module bod_converter(N2X3, N2X2, N2X1, N2X0, N1X3, N1X2, N1X1, N1X0, C0, S3, S2, S1, S0);
	input S0, S1, S2, S3, C0;
	output N2X3, N2X2, N2X1, N2X0, N1X3, N1X2, N1X1, N1X0;
	assign N2X3 = 0;
	assign N2X2 = 0;
	assign N2X1 = (C0 & S2) | (C0 & S3);
	assign N2X0 = ((~C0) & S3 & S1) | ((~C0) & S3 & S2) | (S3 & S2& S1) | (C0 & (~S3) & (~S2));
	assign N1X3 = ((~C0) & S3 & (~S2) & (~S1)) | (C0 & (~S3) & (~S2) & S1) | (C0 & S3 & S2 & (~S1));
	assign N1X2 = ((~C0) & (~S3) & S2) | ((~C0) & S2 & S1) | (C0 & (~S2) & (~S1)) | (C0 & S3 & (~S2));
	assign N1X1 = ((~C0) & (~S3) & S1) | ((~S3) & S2 & S1) | ((~C0) & S3 & S2 & (~S1)) | (C0 & (~S3) & (~S2) & (~S1)) | (C0 & S3 & (~S2) & S1);
	assign N1X0 = S0;
endmodule
```
**flow/run.sh**
```bash
#!/bin/bash
# OpenROAD 26Q1-2900-gdf79404cd8, Yosys 0.63+post, stock flow scripts
make -C /OpenROAD-flow-scripts/flow DESIGN_CONFIG=/design/flow/config.mk WORK_HOME=/design/flow/orfs finish
```
==> results.yml <==
# physical design summary
status:
  status: "finished, violations left"
  violations: "setup timing"
critical_path:
  arrival_ps: 1020
  crit_path_end_kind: "output port"
  cp.required_ps: 960
  critical_path_class: "in2out"
  worstPathMaxFanout: 6
  timing.critical_path.from: "S2"
  startpoint_type: "input pin"
yosys:
  yosys.cell_types.count: 19
  synthesis.yosys.warnings: 0
  synth-simple-area-share: 0.256
  yosys_cells: 24
  fraction_of_synthesized_area_in_multiplexers: 0
  avgSynthCellArea_um2: 6.73
  post-synth-top-area-cell: "sky130_fd_sc_hd__buf_4"
  syn_inst: 24
  yosys.area_share.adder: 0
  synth.top_cell.area_share: 0.186
  topCombFamilyByArea: "AND-OR/OR-AND gates"
  synth_xor_xnor_area_share: 0.109
  yosys-stat-area_um2: 161
  ys_top_cells_by_count: "4 x sky130_fd_sc_hd__buf_4, 2 x sky130_fd_sc_hd__nor2_1, 2 x sky130_fd_sc_hd__xnor2_1"
  synth-seq-area-share: 0
  post_synth_instance_area_um2: 161
  synthAoiAreaFrac: 0.333
  synthMostInstantiatedCell: "sky130_fd_sc_hd__buf_4"
  topCellsByArea: "sky130_fd_sc_hd__buf_4 19%, sky130_fd_sc_hd__xnor2_1 11%, sky130_fd_sc_hd__buf_6 7.0%"
final_timing:
  rsz0062_at_grt: "true"
  postLayoutSetupSlackWorst_ps: -58.8
  post-route-period-util: 1.05
  setup_viol: 2
  report.final.hold_viol_count: 0
  report.final.slew_viol_count: 0
  fmax_mhz: 794
  finalCriticalPeriod_ps: 1260
flow_run:
  tool_warnings: 34
  max_cap_viol_count: 0
floorplanning:
  fp_util: 0.0473
  placeableCoreArea_um2: 3420
  die-height_um: 80
  std_cell_rows: 21
  die_width_um: 80
  design.portCount: 13
  overall_chip_area_um2: 6400
layout:
  clock_buffer_count: 0
  layout.area.seq_um2: 0
  area_growth_pct: 124
  final_area_um2: 362
  nFillCells: 403
  drive_above_1_share: 0.632
  instances_no_fill: 84
  design.seq.count: 0
min_path:
  hold_path_class: "in2out"
  hold_end: "N1X0"
  hold_depth: 0
  timing.hold.worst.start: "S0"
routing:
  drt-total-wl_um: 630
  drc_violations_left: 0
  drt-pass1-iter-count: 2
  detail_route.iter0.violations: 5
  wire_per_inst_um: 7.50
  viasPerCell: 2.39
  ant_nets: 0
  num_antenna_cells: 0
  vias: 201
global_routing:
  grt_pass1_vias: 195
  grt_pass1_wl_um: 945
  antenna_found_initial: 0
  grt_overflow_total: 0
  grt_start_max_net_pins: 7
  track_usage: 0.0173
power_and_ir_drop:
  power-per-cell-area_nw_per_um2: 304
  vdd_drop_max_v: 0.0000418
  power.leakage_nw: 0.155
placed_design:
  numPortBuffers: 9
  dp_hpwl_um: 440
  gpl.final_weighted_congestion: 0.744
  dp_cells: 80
  post_dp_cell_area_um2: 309
clocking:
  cts-hold-fix-buffers: 0
==> per-stage QoR <==
stage               hold WS, ps  TNS, ps  total power [mW]  worst slack [ps]  utilization
global route                480     -240             0.121              -118        0.106
global placement            480    -3630            0.0956              -834       0.0905
detailed placement          480    -3690            0.0954              -851       0.0905
floorplan                   511        0            0.0454               194            -
CTS                         480    -48.0             0.109             -45.5        0.107
finish                      480    -69.5             0.110             -58.8        0.106
==> logic make-up (layout without fill, tap and decap cells) <==
family,Yosys count,after routing
AND-OR/OR-AND,8,8
AND/OR/NAND/NOR,7,7
buffers and inverters,6,19
XOR/XNOR,2,2
other,1,2
==> power breakdown <==
group          total, mW  switching (mW)  internal (mW)
logic              0.110          0.0409         0.0692
clock network          0               0              0
registers              0               0              0
==> per-layer routing <==
metal / part of all wire / vias to the layer above / global-route usage
met5: 0 / - / 0
met1: 0.41 / 91 / 0.0218
li1: - / 104 / -
met4: 0 / 0 / 0
met3: 0.12 / 0 / 0.00568
met2: 0.47 / 6 / 0.0297
==> cell usage in the layout (no fill, tap or decap) <==
cell | synthesis | final
sky130_fd_sc_hd__buf_6 | 1 | 4
sky130_fd_sc_hd__and2b_4 | 1 | 1
sky130_fd_sc_hd__xnor2_2 | 0 | 2
sky130_fd_sc_hd__nor2_2 | 0 | 1
sky130_fd_sc_hd__o21bai_1 | 1 | 1
sky130_fd_sc_hd__inv_2 | 0 | 1
sky130_fd_sc_hd__nor2b_2 | 0 | 1
sky130_fd_sc_hd__nor2_1 | 2 | 1
sky130_fd_sc_hd__a31oi_1 | 1 | 1
sky130_fd_sc_hd__nand2b_1 | 1 | 1
sky130_fd_sc_hd__dlygate4sd2_1 | 0 | 2
sky130_fd_sc_hd__a22o_1 | 1 | 1
sky130_fd_sc_hd__o21ai_1 | 1 | 1
sky130_fd_sc_hd__nand2_1 | 1 | 1
sky130_fd_sc_hd__clkbuf_2 | 0 | 1
sky130_fd_sc_hd__o22ai_1 | 1 | 1
sky130_fd_sc_hd__nor3b_2 | 0 | 1
sky130_fd_sc_hd__buf_8 | 0 | 1
sky130_fd_sc_hd__buf_2 | 0 | 3
sky130_fd_sc_hd__a211oi_2 | 0 | 1
sky130_fd_sc_hd__a21oi_1 | 1 | 1
sky130_fd_sc_hd__conb_1 | 1 | 2
sky130_fd_sc_hd__buf_4 | 4 | 7
sky130_fd_sc_hd__o21a_1 | 1 | 1
==> critical path, stage by stage <==
cell and delay, ps:
sky130_fd_sc_hd__buf_8 100, sky130_fd_sc_hd__and2b_4 240, sky130_fd_sc_hd__buf_6 110, sky130_fd_sc_hd__nor2_2 40, sky130_fd_sc_hd__a31oi_1 160, sky130_fd_sc_hd__buf_2 130
==> layout make-up <==
| class | count | area [um^2] | area share |
|---|---|---|---|
| inverter | 1 | 3.75 | 0.0104 |
| multi-input combinational | 19 | 150 | 0.415 |
| timing repair buffer | 18 | 150 | 0.415 |
| tap | 46 | 57.6 | 0.159 |
==> timing repair <==
item                                    CTS  global route
setup buffers                             4             0
pin swaps                                 5             1
resized                                  41             2
endpoints found under the setup margin    5             4
==> worst max path at each step <==
stage	slack (ps)	depth (start not counted)	to
4_1_cts	-50	6	N2X0
5_1_grt	-120	6	N2X0
6_report	-60	6	N2X0
No activity file was given, so power comes from the tool's default toggle rates.
